==> /design/flow/design.v <==
module packer(
    input           aclk,
    input           aresetn,
    input [7:0]     r,g,b,
    input           eol,
    output          in_stream_ready,
    input           valid,
    input           sof, 
    output [31:0]   out_stream_tdata,
    output [3:0]    out_stream_tkeep,
    output          out_stream_tlast,
    input           out_stream_tready,
    output          out_stream_tvalid,
    output [0:0]    out_stream_tuser 
);
reg [1:0]       state_reg = 2'b0;
wire [1:0]      state = sof ? 2'b00 : state_reg;
wire            state0 = (state == 2'b0);
reg             sof_reg;
reg [7:0]       last_r, last_g, last_b;
reg [31:0]      tdata;
reg             tvalid;
reg             ready;
always @(posedge aclk)begin
    if(aresetn) begin
        if (valid) begin
            if (state0 | out_stream_tready) begin
                if (eol) begin
                    state_reg <= 2'b0;
                end
                else begin
                    state_reg <= state + 2'b1;
                end
                last_r <= r;
                last_g <= g;
                last_b <= b;
            end
            if (sof) begin
                sof_reg <= 1'b1;
            end
            else if (valid & out_stream_tready) begin
                sof_reg <= 1'b0;
            end
        end
    end
    else begin
        state_reg <= 2'b0;
        sof_reg <= 1'b0;
    end
end
always @* begin
    case ({state})
        2'b00 : 
            begin 
                tdata = {g, last_r, last_b, last_g};  
                tvalid = 1'b0;
                ready = 1'b1;
            end
        2'b01 :
            begin 
                tdata = {g, last_r, last_b, last_g};
                tvalid = valid;
                ready = out_stream_tready;
            end
        2'b10 : 
            begin 
                tdata = {b, g, last_r, last_b};
                tvalid = valid;
                ready = out_stream_tready;
            end
        2'b11 : 
            begin 
                tdata = {r, b, g, last_r};
                tvalid = valid;
                ready = out_stream_tready;
            end
        default : 
            begin 
                tdata = {g, last_r, last_b, last_g};  
                tvalid = 1'b0;
                ready = 1'b1;
            end
    endcase
end
assign in_stream_ready = ready;
assign out_stream_tlast = eol;  
assign out_stream_tuser = sof_reg;
assign out_stream_tkeep = 4'hf;  
assign out_stream_tdata = tdata;
assign out_stream_tvalid = tvalid;
endmodule
==> /design/flow/run.sh <==
#!/bin/bash
# OpenROAD 26Q1-2900-gdf79404cd8, Yosys 0.63+post, stock flow scripts
make -C /OpenROAD-flow-scripts/flow DESIGN_CONFIG=/design/flow/config.mk WORK_HOME=/design/flow/orfs finish
==> /design/flow/config.mk <==
export PLATFORM = sky130hd
export DESIGN_NAME = packer
export DESIGN_NICKNAME = packer
export VERILOG_FILES = /design/flow/design.v
export SDC_FILE = /design/flow/constraint.sdc
export NUM_CORES = 4
export LEC_CHECK = 1
export CORE_AREA = 10 10 111 111
export DIE_AREA = 0 0 121 121
==> /design/flow/constraint.sdc <==
current_design packer

set clk_period 6.4
set clk_io_pct 0.2

create_clock -name clk0 -period $clk_period [get_ports {aclk}]

set non_clock_inputs [all_inputs -no_clocks]
set_input_delay [expr $clk_period * $clk_io_pct] -clock clk0 $non_clock_inputs
set_output_delay [expr $clk_period * $clk_io_pct] -clock clk0 [all_outputs]
==> impl_metrics.env <==
# yosys + openroad results
export IMPL_fin_crit_ps=4640
export IMPL_syn_area_per_cell_sq_um=10.2
export IMPL_final_core_util_pct=24.3
export IMPL_diodes=0
export IMPL_syn_to_final_growth_pct=49.1
export IMPL_busiest_layer="met2"
export IMPL_antenna_found_initial=0
export IMPL_core_rowCount=36
export IMPL_outcome="complete, no violations"
export IMPL_synth_xor_area_share_pct=0
export IMPL_fp_coreArea_sq_um=9860
export IMPL_pwr_share_seq_pct=54.0
export IMPL_hold_slack_ps=483
export IMPL_crit_buf_inv=3
export IMPL_cts_root_buf="clkbuf_8"
export IMPL_antenna_left=0
export IMPL_fa_ha_area_share_pct=0.778
export IMPL_finalNonFillerCells=349
export IMPL_place_area_sq_um=2350
export IMPL_finalClockPeriodUsage_pct=72.5
export IMPL_grt_start_max_net_pins=41
export IMPL_grt_first_pass_wirelength_um=7180
export IMPL_top_logic_kind="multiplexers"
export IMPL_top_area_cell="edfxtp_1"
export IMPL_gp_congestion=0.750
export IMPL_max_freq_mhz=216
export IMPL_p_int_uw=292
export IMPL_slowest_delay_ps=520
export IMPL_dp_slack_ps=1750
export IMPL_postCtsSetupBuffers=0
export IMPL_h_tree_depth=1
export IMPL_drv_slew=0
export IMPL_slowest_stage="clkdlybuf4s50_1"
export IMPL_yosys_cells=157
export IMPL_critical_path_class="primary input to primary output"
export IMPL_cts_tree="yes"
export IMPL_cts_clk_slew_worst_paths_ps=100
export IMPL_dp_cells=345
export IMPL_drt_wl_total_um=4530
export IMPL_use_met2_pct=9.76
export IMPL_die_width_um=121
export IMPL_skew_ps=5.63
export IMPL_top_area_share_pct=44.8
export IMPL_gr_total_overflow=0
export IMPL_grt_pass1_vias=1320
export IMPL_numCtsBuffers=3
export IMPL_first_pass_iters=4
export IMPL_combPwrFrac_pct=19.3
export IMPL_hpwl_um=3450
export IMPL_ys_ff=27
export IMPL_ys_sh_mux_pct=19.9
export IMPL_met1_usage_pct=7.99
export IMPL_hold_buffers=0
export IMPL_top_regs="last_b x8, last_g x8, last_r x8"
export IMPL_fin_tns_setup_ps=0
export IMPL_cp_required_ps=5120
export IMPL_via_per_inst=3.66
export IMPL_fp_utilization_pct=16.3
export IMPL_drcViolationCount=0
export IMPL_vdd_ir_drop_max_uv=64.4
export IMPL_switchingPower_uw=90.8
export IMPL_report_final_setup_viol=0
export IMPL_rsz0062_at_grt="no"
export IMPL_syn_inst=157
export IMPL_maxCapViolations=0
export IMPL_io_buffers=65
export IMPL_ys_area_sq_um=1610
export IMPL_final_cell_area_sq_um=2400
export IMPL_p_clk_share_pct=26.7
export IMPL_worstPathMaxFanout=40
export IMPL_ys_seq_share_pct=48.5
export IMPL_cts_resized=0
export IMPL_setup_ws_ps=1760
export IMPL_tool_warnings=25
export IMPL_crit_arrival_ps=3360
export IMPL_grt_util_met3_pct=1.61
export IMPL_synthDistinctLibCells=22
export IMPL_crit_path_end_kind="primary output"
export IMPL_clock_latency_late_pin_ps=280
export IMPL_async_reset_ff_share_pct=0
export IMPL_drive_above_1_share_pct=6.02
export IMPL_cp_top_family="buffers and inverters"
export IMPL_hp_class="flip-flop to flip-flop"
export IMPL_synth_simple_area_share_pct=11.7
export IMPL_die_h_um=121
export IMPL_synth_edff_count=24
export IMPL_ys_sh_aoi_pct=11.6
export IMPL_cp_common_cell="clkdlybuf4s50_1"
export IMPL_p_total_uw=383
export IMPL_yosys_warnings=1
export IMPL_cts_sinks=27
export IMPL_vias=1278
export IMPL_flop_cell="edfxtp_1"
export IMPL_swShare_pct=23.7
export IMPL_netlist_area_sq_um=1610
export IMPL_drtIter0Drc=103
export IMPL_p_leak_nw=0.860
export IMPL_clk_path_buf_depth=2
export IMPL_wire_per_inst_um=13.0
export IMPL_crit_path_start_kind="primary input"
export IMPL_grtUsageTotal_pct=6.00
export IMPL_ys_top_cells_by_area="edfxtp_1 (45%), mux2i_1 (20%), o21ai_0 (10%), nand2_1 (8.2%), dfxtp_1 (3.7%)"
export IMPL_dieArea_sq_um=14600
export IMPL_finalHoldViolations=0
export IMPL_ioPinCount=70
export IMPL_crit_chain="clkdlybuf4s50_1 -> nand2b_2 -> buf_4 -> nand2_1 -> o21ai_0 -> clkdlybuf4s50_1"
export IMPL_p_per_area_nw_per_um2=159
-- tightest hold or removal path, delay by kind of cell (launching register included) --
family,cells,cell delay [ps]
DFF,1,330
AOI/OAI and AO/OA,1,50
and+or+nand+nor,1,60
-- cells in the final DEF (no fill, tap or decap) --
cell	netlist	routed
a21oi_1	2	2
a22oi_1	1	1
buf_4	6	3
clkbuf_8	0	3
clkdlybuf4s50_1	0	65
clkinv_2	0	1
conb_1	1	4
dfxtp_1	3	2
dfxtp_2	0	1
edfxtp_1	24	24
ha_1	1	1
inv_1	1	1
mux2i_1	32	32
nand2_1	35	35
nand2b_2	0	1
nand2b_4	1	1
nor2_1	2	1
nor2_2	0	1
nor2b_1	1	1
o21ai_0	32	32
o21ai_2	1	1
or2_2	1	1
or3b_1	2	2
-- layer usage --
layer / vias up / share of wire, %
met5: - / 0
met3: 2 / 6.7
met1: 570 / 45
li1: 669 / -
met2: 37 / 47
met4: 0 / 1.2
-- synth_stat cells, types with 2 or more instances --
cell type  count
edfxtp_1      24
buf_4          6
nand2_1       35
buf_2          5
nor2_1         2
a21oi_1        2
buf_6          3
or3b_1         2
dfxtp_1        3
mux2i_1       32
o21ai_0       32
-- logic make-up after synthesis --
kind of cell	Yosys count
mux	32
simple gates	43
flops	27
compound gates	36
fa+ha+maj	1
other cells	1
buf+inv	17
-- final timing paths --
kind	start	end	slack (ps)	cells after the start
setup reg to reg	state_reg[1]$_SDFFE_PN0P_	last_b[6]$_DFFE_PP_	4590	5
setup / recovery	sof	out_stream_tdata[28]	1760	6
hold reg to reg	state_reg[1]$_SDFFE_PN0P_	state_reg[1]$_SDFFE_PN0P_	480	2
hold / removal	state_reg[1]$_SDFFE_PN0P_	state_reg[1]$_SDFFE_PN0P_	480	2
-- power groups by stage --
stage	clock, mW	combinational, mW	sequential [mW]
4_1_cts	0.109	0.0759	0.207
6_report	0.102	0.0740	0.206
5_1_grt	0.116	0.0822	0.208
-- cell type report --
type                    instances  area, sq um
inverters                       1         3.75
well taps                     133          166
flip-flops and latches         27          782
fillers                      1043         7460
clock inverters                 1         5.00
multi-input cells             116          728
repair buffers                 68          673
clock buffers                   3         41.3
No activity file was given, so power comes from the tool's default toggle rates.

===== design/flow/constraint.sdc =====
current_design fp16_to_fixed

set clk_period 15.3
set clk_io_pct 0.2

create_clock -name clk0 -period $clk_period

set non_clock_inputs [all_inputs -no_clocks]
set_input_delay [expr $clk_period * $clk_io_pct] -clock clk0 $non_clock_inputs
set_output_delay [expr $clk_period * $clk_io_pct] -clock clk0 [all_outputs]

===== design/flow/design.v =====
module fp16_to_fixed (
    input  logic [15:0] fp16_in,
    output logic signed [31:0] fixed_out
);
    logic sign;
    logic [4:0] exponent;
    logic [9:0] mantissa;
    assign sign = fp16_in[15];
    assign exponent = fp16_in[14:10];
    assign mantissa = fp16_in[9:0];
    logic [10:0] full_mantissa;
    assign full_mantissa = {1'b1, mantissa};
    integer unsigned_exponent;
    assign unsigned_exponent = exponent;
    integer shift_amount;
    logic [31:0] shifted_mantissa;
    always_comb begin
        shift_amount = unsigned_exponent - 15 + (16 - 10);  
        if (exponent == 5'b00000) begin
            shifted_mantissa = 32'b0;
        end else if (exponent == 5'b11111) begin
            shifted_mantissa = sign ? 32'h80000000 : 32'h7FFFFFFF;
        end else begin
            if (shift_amount >= 0) begin
                shifted_mantissa = { {21{1'b0}}, full_mantissa } <<< shift_amount;
            end else begin
                shifted_mantissa = { {21{1'b0}}, full_mantissa } >>> -shift_amount;
            end
        end
        fixed_out = sign ? -shifted_mantissa : shifted_mantissa;
    end
endmodule

===== design/flow/config.mk =====
export PLATFORM = sky130hd
export DESIGN_NAME = fp16_to_fixed
export DESIGN_NICKNAME = fp16_to_fixed
export VERILOG_FILES = /design/flow/design.v
export SDC_FILE = /design/flow/constraint.sdc
export NUM_CORES = 4
export LEC_CHECK = 1
export CORE_UTILIZATION = 30

===== design/flow/run.sh =====
#!/bin/bash
# OpenROAD 26Q1-2900-gdf79404cd8, Yosys 0.63+post, stock flow scripts
make -C /OpenROAD-flow-scripts/flow DESIGN_CONFIG=/design/flow/config.mk WORK_HOME=/design/flow/orfs finish

==> out/metrics.yaml <==
firstDrtPassIters: 5
crit_type: "in2out"
holdCritPathClass: "in2out"
comb_area_sq_um: 3159
diodes: 0
wl_per_cell_microns: 17.37
dpl_worst_slack_ns: 2.309
drc: 0
grt.overflow.total: 0
tightest_slew_ns: 0.8505
drt-total-wl_microns: 11430
core_area_sq_um: 11080
synth.area.top_cells: "mux2i_1 (6.0%), ha_1 (5.4%), nand2_1 (5.4%)"
fp_util_pct: 31.47
die_w_microns: 109.8
crit_end: "fixed_out[31]"
die_y_microns: 109.8
globalplace.congestion: 0.9861
vdd_ir_drop_max_mv: 0.02570
detailedRoute.firstIterationViolations: 347
ant_nets: 0
postCtsSetupBuffers: 0
status: "completed"
grt_usage_pct: 19.78
period_needed_ns: 13.04
netlist_area_sq_um: 3486
synth.avg_cell_area_sq_um: 6.930
seq_cells: 0
p_leak_uw: 0.001480
num_rows: 38
dieArea_sq_um: 12050
io_buffers: 48
num_vias: 3917
synthCells: 503
antenna_found_initial: 0
drv_slew: 0
fmaxAchievable_ghz: 0.07666
rsz0062_at_grt: "false"
ys_types: 85
yosysTopAreaCellShare_pct: 6.030
register_area_sq_um: 0
grt_start_max_net_pins: 41
setup_violations: 0
cp_data_arrival_time_ns: 9.98
synthToLayoutAreaGrowth_pct: 14.07
crit_start: "fp16_in[10]"
hold_buffers: 0
crit_path_start_kind: "input pin"
yosysChipArea_sq_um: 3486
period_used_pct: 85.25
crit_fanout: 40
grt_pass1_wl_microns: 18580
grt_pass1_vias: 3591
warning_count: 36
hold_path_startpoint: "fp16_in[15]"
cp-end-kind: "primary output"
cts_resized: 0
vias_per_cell: 5.953
cp_data_required_time_ns: 12.24
hold_viol: 0
power_density_nw_per_um2: 65.59
fillers: 1156
drive_above_1_share_pct: 11.39
maxCapViolCount: 0
hpwl_microns: 9154
ys_cells: 503
num_io_pins: 48
setup_tns_ns: 0
max_slew_margin_pct: 43.09
finalWorstSetupSlack_ns: 2.256
clockBufferCount: 0
yosys_warnings: 1
postSynthSeqShare_pct: 0
top_area_cell: "mux2i_1"
power_uw: 260.8
[stage by stage]
step	area, sq um	utilization [%]	hold WS, ns	std cells
final	3976	35.89	7.325	658
after global routing	3976	35.89	7.407	658
after global placement	3976	35.89	7.327	658
after floorplan	3486	-	6.443	503
after CTS	3976	35.89	7.334	658
after detailed placement	3976	35.89	7.321	658
[synthesized netlist by cell type (all sizes together), types with 5 or more instances]
cell and number:
o31ai 15, or3 8, ha 15, xnor2 18, a21oi 27, mux2 14, nor3 11, or2 7
o311ai 7, a31oi 14, inv 23, mux2i 21, clkbuf 10, nor2 41, o21ai 26, nor2b 8
buf 33, a211oi 10, o211ai 5, o22ai 6, xor2 18, o41ai 6, nand2 50, nand3 25
nand2b 8
[cell families (layout without fill, tap and decap cells)]
family	after synthesis	count (layout)	share of synthesized area (%)
AND-OR/OR-AND	159	159	34.14
buffers and inverters	66	81	9.368
multiplexers	39	39	13.46
XOR/XNOR	36	36	9.799
adder cells (fa/ha/maj)	15	15	5.384
AND/OR/NAND/NOR	188	188	27.85
[worst min path at each step]
stage / endpoint / slack [ns] / cells after the start
5_1_grt: fixed_out[1] / 7.41 / 4
6_report: fixed_out[30] / 7.33 / 5
4_1_cts: fixed_out[30] / 7.33 / 5
[worst max-delay path, cell delays in order]
cell	delay, ns
clkdlybuf4s50_1	0.45
buf_4	0.38
inv_1	0.17
ha_1	0.34
inv_2	0.10
ha_1	0.29
buf_4	0.31
inv_1	0.31
nor2_1	0.50
nand3_1	0.18
ha_1	0.30
nor4b_1	0.22
nand2_1	0.08
nor4b_1	0.66
nand2b_1	0.39
o41a_2	0.60
a21boi_0	0.14
nand4_1	0.47
nor4_1	0.10
o311ai_0	0.36
clkdlybuf4s50_1	0.53
[cell type report]
type / count / area share (%)
Inverter: 23 / 2.171
Multi-Input combinational cell: 437 / 79.45
Tap cell: 140 / 4.405
Timing Repair Buffer: 58 / 13.97
[routing by layer]
metal,wire [microns],vias to the layer above,global-route usage [%]
met2,5280,151,32.54
met4,113,0,1.905
met3,691,8,1.692
met5,0,-,0
li1,-,1929,-
met1,5342,1829,28.99
[report_power, final]
| part | total (uW) | internal (uW) | leakage (uW) | switching (uW) |
|---|---|---|---|---|
| registers | 0 | 0 | 0 | 0 |
| clock network | 0 | 0 | 0 | 0 |
| logic | 261 | 118 | 0.00148 | 143 |
[cells in the final DEF (no fill, tap or decap), drive strengths merged, types with 10 or more instances in the layout]
cell type / count
a211oi: 10
a21oi: 27
a31oi: 14
buf: 10
clkdlybuf4s50: 48
ha: 15
inv: 23
mux2: 14
mux2i: 21
nand2: 50
nand3: 25
nor2: 41
nor3: 11
o21ai: 26
o31ai: 15
xnor2: 18
xor2: 18
Power figures rest on the tool's default switching activity, not on a simulated workload.

[design/flow/run.sh]
#!/bin/bash
# OpenROAD 26Q1-2900-gdf79404cd8, Yosys 0.63+post, stock flow scripts
make -C /OpenROAD-flow-scripts/flow DESIGN_CONFIG=/design/flow/config.mk WORK_HOME=/design/flow/orfs finish
[design/flow/config.mk]
export PLATFORM = sky130hd
export DESIGN_NAME = ieee_to_hex
export DESIGN_NICKNAME = ieee_to_hex
export VERILOG_FILES = /design/flow/design.v
export SDC_FILE = /design/flow/constraint.sdc
export NUM_CORES = 4
export LEC_CHECK = 1
export CORE_UTILIZATION = 30
[design/flow/constraint.sdc]
current_design ieee_to_hex

set clk_period 3.0
set clk_io_pct 0.2

create_clock -name clk0 -period $clk_period [get_ports {clk}]

set non_clock_inputs [all_inputs -no_clocks]
set_input_delay [expr $clk_period * $clk_io_pct] -clock clk0 $non_clock_inputs
set_output_delay [expr $clk_period * $clk_io_pct] -clock clk0 [all_outputs]
[design/flow/design.v]
module ieee_to_hex (
    input               clk,
    input               rst,
    input wire [15:0]   float_in,
    output reg [15:0]   int_out
);
reg [15:0] next_val;
reg [4:0] exponent;
reg [9:0] mantissa;
always @(*) begin 
    exponent = float_in[14:10];
    if(exponent == 5'h0 || exponent == 5'h1F || exponent < 5'd15) next_val = 16'b0;
    else begin
        exponent = exponent - 5'd15;
        mantissa = float_in[9:0];
        next_val = {5'b0, 1'b1, mantissa};
        if(exponent <= 5'd10) begin
            next_val = next_val >> (5'd10 - exponent);
        end else begin
            next_val = next_val << (exponent - 5'd10);
        end
    end
end
always @(posedge clk) begin 
    if(rst) int_out <= 16'b0;
    else int_out <= next_val;
end
endmodule
==> reports/qor.txt <==
outcome: finished, final reports clean
post-DR wirelength/cell: 13.16 um
max_slew headroom: 59.79%
Setup-failing EPs final: 0
fraction of final layout cells with drive strength greater than 1: 25.00%
Distinct lib cells used: 58
Leak Pwr: 0.9722 nW
cell total in the yosys stat output: 225
metal2 WL: 2.294 mm
Die ar.: 5964 um2
routability-driven placement congestion ratio: 0.8776
wire length of the first global-routing pass: 7.817 mm
drc violations: 0
vias per cell: 5.181
per-instance average area after synthesis: 7.546 um2
portion of the post-synthesis area used by sequential elements: 18.87%
worst slew pin tran: 0.5989 ns
area fraction of the dominant cell type after synthesis: 18.87%
biggest registers after layout: int_out (16)
Via Count: 1,865
highest metal layer with signal wires: met4
max-cap check violation count: 0
most instantiated logic cell after routing: buf_4
synthesis warning total: 1
Inserted Clock Buffers: 3
total global routing overflow: 0
top fanout value on the critical path: 5
clock tree from TritonCTS: built
Final Max-Slew Violation Tally: 0
number of warnings in the stage logs: 29
critical path launch point type: input port
Post-Synthesis Cells: 225
number of antenna diodes: 0
dominant cells by area after synthesis: dfxtp_1 19%, nor2_1 6.0%, mux2i_1 5.9%, mux2_2 5.3%, a21oi_1 5.0%
most area-hungry cell type in the Yosys netlist: dfxtp_1
number of synthesized flops with an enable pin: 0
post-DP HPWL: 3.816 mm
Placement Setup Slack: -0.1801 ns
die width: 77.23 um
hold depth: 5
Post-synth ARST share: 0%
number of antenna violations at the first check in global routing: 0
worst setup path category: input port to flop
H-Tree Depth: 1
root buffer selected by CTS: clkbuf_8
number of I/O pins: 34
buffer depth of the longest clock path: 2
Port-buffer cells: 32
Power Dens Cells: 321.7 nW/um2
element type at the critical path end: flop
largest net degree at the start of global routing: 42
fin worst setup slack: 0.1794 ns
FP Util: 31.02%
Synthesized registers: 16
most used cells in the layout excluding fill and tap cells: 45 x buf_4, 31 x clkdlybuf4s50_1, 26 x nor2_1, 17 x a21oi_1, 16 x dfxtp_1
core utilization of the finished layout: 44.65%
startpoint of the most critical hold path: float_in[10]
clock transition time at the flip-flop clock pins of the worst setup and hold paths: 0.06 ns
YS chip area: 1698 um2
antenna-violating nets left: 0
growth of design area from synthesis to finish: 43.92%
via count of the first global-routing pass: 1,706
HP Class: input port to flop
Floorplan Core Area: 5473 um2
leading register cell type out of synthesis: dfxtp_1
Hold Violations, Final: 0
First-pass DRT Iterations: 4
setup repair after global routing missed its margin: no
Worst VDD drop: 0.2032 mV
routed length on met1: 2.217 mm
DRT iter0 DRCs: 118
met3 layer wire length in the routed design: 183 um
min Tclk post-route: 2.821 ns
maximum frequency from static timing analysis: 354.5 MHz
Hold EP: int_out[8]
top register by number of flip-flops: int_out
Total GRT Usage: 16.43%
number of flip-flops in the largest register: 16
WL final: 4.738 mm
portion of the clock cycle consumed by the worst path in the final layout: 94.02%
die height: 77.23 um
CP Data Arrival Time: 3.00 ns
worst endpoint required time: 3.18 ns
number of standard-cell rows in the floorplan: 27
clock sink count: 16
Cell Area, Synth: 1698 um2
synthesized netlist by cell type, types with 6 or more instances:
library cell / n
nor2b_1: 7
mux2_2: 8
buf_2: 6
dfxtp_1: 16
xnor2_1: 7
clkbuf_1: 7
o21ai_0: 13
a21oi_1: 17
a211oi_1: 7
nand2_1: 15
nor2_1: 27
mux2i_1: 10
layout make-up:
cell class / count / area (um2)
Sequential cell: 16 / 320.3
Multi-Input combinational cell: 189 / 1315
Inverter: 3 / 16.27
Timing Repair Buffer: 77 / 660.6
Fill cell: 547 / 3029
Clock buffer: 3 / 41.29
Tap cell: 72 / 90.09
metal layers:
metal	vias up	GRT usage (%)
met2	47	28.32
met1	847	22.76
met4	0	2.264
met3	6	1.572
li1	965	-
met5	-	0
where the power goes:
| group | total [mW] | switching [mW] | internal (mW) | leakage (nW) |
|---|---|---|---|---|
| Combinational | 0.414 | 0.208 | 0.206 | 0.821 |
| Clock | 0.147 | 0.0586 | 0.0884 | 0.0216 |
| Sequential | 0.225 | 0.00214 | 0.223 | 0.130 |
how the worst max path moves through the flow:
stage                        start          to  slack [ns]  cells past startpoint
after CTS             float_in[10]  int_out[7]        0.06                     11
after global routing  float_in[11]  int_out[1]        0.05                      9
final                 float_in[11]  int_out[1]        0.18                      9
logic make-up (layout without fill, tap and decap cells):
| group | Yosys count | after routing | synth area share (%) |
|---|---|---|---|
| flip-flops | 16 | 16 | 18.87 |
| AND-OR/OR-AND | 72 | 72 | 29.04 |
| multiplexers | 19 | 19 | 12.53 |
| XOR/XNOR | 9 | 9 | 4.643 |
| AND/OR/NAND/NOR | 85 | 85 | 26.24 |
| adder cells (fa/ha/maj) | 4 | 4 | 2.948 |
| buffers and inverters | 20 | 83 | 5.748 |
per-stage QoR:
step | instance area (um2) | hold slack, ns | cells | total power [mW] | setup TNS (ns)
4_1_cts | 2407 | 1.202 | 359 | 0.7797 | 0
6_report | 2444 | 1.162 | 360 | 0.7862 | 0
5_1_grt | 2444 | 1.214 | 360 | 0.8400 | 0
3_5_place_dp | 2366 | 1.253 | 356 | 0.6298 | -2.068
2_1_floorplan | 1727 | 0.8144 | 225 | 0.4723 | 0
3_3_place_gp | 2366 | 1.254 | 356 | 0.6293 | -1.958
critical path, stage by stage:
cell	delay, ns
clkdlybuf4s50_1	0.47
buf_4	0.17
ha_1	0.20
or3_1	0.31
a31o_1	0.23
or4_1	0.57
nor2_1	0.14
buf_4	0.14
a311o_1	0.16
repair_timing:
item / 4_1_cts / 5_1_grt
setup endpoints to repair: 0 / 14
hold buffers: 0 / 0
buffers inserted: 0 / 1
gates resized: 0 / 7
endpoints found under the hold margin: 0 / 0
Power figures rest on the tool's default switching activity, not on a simulated workload.

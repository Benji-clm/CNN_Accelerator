### design/flow/design.v
module cmpfp16 (
    input logic [15:0] a,       
    input logic [15:0] b,       
    output logic a_gt_b,        
    output logic a_eq_b,        
    output logic a_lt_b         
);
    logic        sign_a, sign_b;
    logic [4:0]  exp_a, exp_b;
    logic [9:0]  frac_a, frac_b;
    logic a_is_zero, b_is_zero, a_is_nan, b_is_nan, a_is_inf, b_is_inf;
    logic both_zero, both_inf, any_nan;
    logic mag_a_gt_b, mag_a_eq_b;
    always_comb begin
        sign_a = a[15];
        sign_b = b[15];
        exp_a = a[14:10];
        exp_b = b[14:10];
        frac_a = a[9:0];
        frac_b = b[9:0];
        a_is_zero = (exp_a == 0) && (frac_a == 0);
        b_is_zero = (exp_b == 0) && (frac_b == 0);
        a_is_nan = (exp_a == 5'b11111) && (frac_a != 0);
        b_is_nan = (exp_b == 5'b11111) && (frac_b != 0);
        a_is_inf = (exp_a == 5'b11111) && (frac_a == 0);
        b_is_inf = (exp_b == 5'b11111) && (frac_b == 0);
        both_zero = a_is_zero && b_is_zero;
        both_inf = a_is_inf && b_is_inf;
        any_nan = a_is_nan || b_is_nan;
        if (exp_a > exp_b) begin
            mag_a_gt_b = 1;
            mag_a_eq_b = 0;
        end else if (exp_a < exp_b) begin
            mag_a_gt_b = 0;
            mag_a_eq_b = 0;
        end else begin
            if (frac_a > frac_b) begin
                mag_a_gt_b = 1;
                mag_a_eq_b = 0;
            end else if (frac_a < frac_b) begin
                mag_a_gt_b = 0;
                mag_a_eq_b = 0;
            end else begin
                mag_a_gt_b = 0;
                mag_a_eq_b = 1;
            end
        end
        if (any_nan) begin
            a_gt_b = 0;
            a_eq_b = 0;
            a_lt_b = 0;
        end else if (both_zero) begin
            a_gt_b = 0;
            a_eq_b = 1;
            a_lt_b = 0;
        end else if (both_inf) begin
            if (sign_a == sign_b) begin
                a_gt_b = 0;
                a_eq_b = 1;
                a_lt_b = 0;
            end else if (sign_a) begin
                a_gt_b = 0;
                a_eq_b = 0;
                a_lt_b = 1;
            end else begin
                a_gt_b = 1;
                a_eq_b = 0;
                a_lt_b = 0;
            end
        end else if (a_is_inf) begin
            if (sign_a) begin
                a_gt_b = 0;
                a_eq_b = 0;
                a_lt_b = 1;
            end else begin
                a_gt_b = 1;
                a_eq_b = 0;
                a_lt_b = 0;
            end
        end else if (b_is_inf) begin
            if (sign_b) begin
                a_gt_b = 1;
                a_eq_b = 0;
                a_lt_b = 0;
            end else begin
                a_gt_b = 0;
                a_eq_b = 0;
                a_lt_b = 1;
            end
        end else if (a_is_zero) begin
            if (sign_b) begin
                a_gt_b = 1;
                a_eq_b = 0;
                a_lt_b = 0;
            end else begin
                a_gt_b = 0;
                a_eq_b = 0;
                a_lt_b = 1;
            end
        end else if (b_is_zero) begin
            if (sign_a) begin
                a_gt_b = 0;
                a_eq_b = 0;
                a_lt_b = 1;
            end else begin
                a_gt_b = 1;
                a_eq_b = 0;
                a_lt_b = 0;
            end
        end else begin
            if (sign_a != sign_b) begin
                if (sign_a) begin
                    a_gt_b = 0;
                    a_eq_b = 0;
                    a_lt_b = 1;
                end else begin
                    a_gt_b = 1;
                    a_eq_b = 0;
                    a_lt_b = 0;
                end
            end else begin
                if (mag_a_eq_b) begin
                    a_gt_b = 0;
                    a_eq_b = 1;
                    a_lt_b = 0;
                end else if (sign_a) begin
                    a_gt_b = ~mag_a_gt_b;
                    a_eq_b = 0;
                    a_lt_b = mag_a_gt_b;
                end else begin
                    a_gt_b = mag_a_gt_b;
                    a_eq_b = 0;
                    a_lt_b = ~mag_a_gt_b;
                end
            end
        end
    end
endmodule
### design/flow/run.sh
#!/bin/bash
# OpenROAD 26Q1-2900-gdf79404cd8, Yosys 0.63+post, stock flow scripts
make -C /OpenROAD-flow-scripts/flow DESIGN_CONFIG=/design/flow/config.mk WORK_HOME=/design/flow/orfs finish
### design/flow/config.mk
export PLATFORM = sky130hd
export DESIGN_NAME = cmpfp16
export DESIGN_NICKNAME = cmpfp16
export VERILOG_FILES = /design/flow/design.v
export SDC_FILE = /design/flow/constraint.sdc
export NUM_CORES = 4
export LEC_CHECK = 1
export CORE_AREA = 10 10 88 88
export DIE_AREA = 0 0 98 98
### design/flow/constraint.sdc
current_design cmpfp16

set clk_period 4.8
set clk_io_pct 0.2

create_clock -name clk0 -period $clk_period

set non_clock_inputs [all_inputs -no_clocks]
set_input_delay [expr $clk_period * $clk_io_pct] -clock clk0 $non_clock_inputs
set_output_delay [expr $clk_period * $clk_io_pct] -clock clk0 [all_outputs]
==> impl_metrics.py <==
# Auto-generated metrics
metrics = {
    "floorplanning": {
        "core_um2": 5920,
        "ios": 35,
        "fp.dieW_um": 98,
        "dieArea_um2": 9600,
        "die_h_um": 98,
        "fp_util_pct": 13.1,
        "rows": 28,
    },
    "logic_synthesis": {
        "netlist_area_um2": 776,
        "yosysChipArea_um2": 776,
        "yosysTopAreaCellShare_pct": 27.4,
        "avgSynthCellArea_um2": 6.86,
        "area_leaders": "ha_1 27%, inv_1 9.2%, nor2_1 5.8%",
        "synth_cell_types": 31,
        "synthCells": 113,
        "yosys-top-cells-count": "19 x inv_1, 17 x ha_1, 12 x nor2_1",
        "synth_stat.cells": 113,
        "ys_warn_count": 1,
        "top_area_cell": "ha_1",
        "synth_seq_share_pct": 0,
        "top_cell": "inv_1",
    },
    "critical_path": {
        "path_class": "primary input to primary output",
        "startpoint_type": "primary input",
        "cp_slowest_cell": "or4_1",
        "cpMostUsedCell": "clkdlybuf4s50_1",
        "path_delay_family": "buffers and inverters",
        "critPathCaptureType": "primary output",
        "max_stage_delay_ps": 530,
        "critPathBufInv": 3,
        "required_ps": 3840,
        "cp_max_fo": 4,
        "arrival_ps": 3630,
        "path_cells": "clkdlybuf4s50_1 -> inv_1 -> ha_1 -> and3_1 -> o21ai_1 -> a31oi_1 -> or4_1 -> o21a_1 -> a31oi_2 -> clkdlybuf4s50_1",
    },
    "timing": {
        "timing.final.max_slew_violations": 0,
        "max_clock_freq_ghz": 0.218,
        "tns_ps": 0,
        "worstMarginPinSlew_ps": 508,
        "fin_ws_ps": 206,
        "hold_violations": 0,
        "maxSlewHeadroom_pct": 66.0,
        "rsz0062_at_grt": "false",
        "min_period_ps": 4590,
        "finalCritPeriodShare_pct": 95.7,
        "setup_violations": 0,
    },
    "hold_path": {
        "min_delay_worst_endpoint": "a_gt_b",
        "hold_path_class": "primary input to primary output",
        "hold_path_depth": 5,
        "min_from": "b[15]",
    },
    "global_routing": {
        "antenna_found_initial": 0,
        "grt_pass1_vias": 903,
        "globalRouteTotalUtil_pct": 5.04,
        "grt_pass1_wl_um": 4230,
        "gr-total-overflow": 0,
        "grt_max_degree": 10,
    },
    "flow_run": {
        "cap_viol_max_count": 0,
        "warnings": 33,
    },
    "place": {
        "place_hpwl_um": 2290,
        "io_buffers": 35,
        "dp_cells": 224,
        "preCtsSetupSlack_ps": 205,
        "gp_congestion": 0.855,
        "dpl_cell_area_um2": 1230,
    },
    "routing": {
        "drtAntennaViolNets": 0,
        "detail_route.wl_per_cell_um": 11.2,
        "vias": 926,
        "num_antenna_cells": 0,
        "drc": 0,
        "dr.pass1.iters": 4,
        "wl_um": 2500,
        "drtIter0Drc": 26,
        "routed_via_density": 4.13,
    },
    "finish": {
        "area_growth_pct": 59.0,
        "flop_area_um2": 0,
        "final_util_pct": 20.8,
        "drive_gt1_share_pct": 6.04,
        "flop-count": 0,
        "clockBufferCount": 0,
        "post-route-cell-area_um2": 1230,
        "final_cell_count_no_fill": 224,
    },
    "power_and_ir_drop": {
        "power_leakage_nw": 0.518,
        "max-vdd-ir-drop_mv": 0.0317,
        "power_density_nw_per_um2": 70.1,
    },
    "clocking": {
        "cts_setup_buffers": 0,
        "post_cts_resized": 0,
        "ctsHoldBuffers": 0,
    },
    "outcome": {
        "outcome": "complete, no violations",
    },
}
-- per-stage QoR --
stage | hold WS, ps | total power, mW
6_report | 3090 | 0.0865
5_1_grt | 3160 | 0.0986
4_1_cts | 3100 | 0.0866
3_5_place_dp | 3100 | 0.0860
3_3_place_gp | 3090 | 0.0856
2_1_floorplan | 2070 | 0.0382
-- routing by layer --
layer | global-route usage (%) | vias to the layer above | part of all wire (%)
met5 | 0 | - | 0
met4 | 0 | 0 | 0
met3 | 1.35 | 0 | 8.5
met2 | 7.16 | 33 | 34
met1 | 7.75 | 392 | 57
li1 | - | 501 | -
-- final cells by class --
type	count	area, µm²
multi-input cells	94	711
repair buffers	36	358
inverters	19	71.3
well taps	75	93.8
fillers	646	4690
-- kinds of logic (layout without fill, tap and decap cells) --
kind of cell	Yosys count	count (layout)	synth area share, %
AOI/OAI and AO/OA	31	31	26.3
adders and majority gates	17	17	27.4
buffers and inverters	19	55	9.19
and+or+nand+nor	46	46	37.1
-- where the power goes --
group	switching (mW)	internal (mW)	total (mW)	leakage [nW]
registers	0	0	0	0
clock network	0	0	0	0
logic	0.0371	0.0494	0.0865	0.518
total	0.0371	0.0494	0.0865	0.518
-- worst max path at each step --
stage / start / endpoint / slack, ps / cells past startpoint
4_1_cts: b[4] / a_gt_b / 200 / 10
5_1_grt: b[4] / a_gt_b / 9 / 10
6_report: b[4] / a_gt_b / 210 / 10
-- placed cells by master, fill, tap and decap left out, types with 2 or more instances in the layout --
cell	Yosys	routed
nor2_1	12	12
inv_1	19	19
and3_1	6	6
a211oi_1	2	2
nand3b_1	2	2
nand2_1	6	6
o211ai_1	2	2
o21ai_1	2	2
nor4_2	3	3
clkdlybuf4s50_1	0	35
o21a_1	2	2
nand3_1	4	4
o21ai_0	6	6
nor4_1	3	3
ha_1	17	17
nand4_1	3	3
a31oi_1	4	3
a2111oi_0	2	2
a21oi_1	5	5
Power figures rest on the tool's default switching activity, not on a simulated workload.

==> design.v <==
module lzd14 (
    input  logic [13:0] a,
    output logic [3:0]  position,
    output logic        valid
);
    wire [2:0] pUpper, pLower;
    wire vUpper, vLower;
    lzd8 lzd8_1 (.a(a[13:6]), .position(pUpper), .valid(vUpper)); 
    lzd8 lzd8_2 (.a({2'b0, a[5:0]}), .position(pLower), .valid(vLower)); 
    assign valid = vUpper | vLower; 
    assign position[3] = ~vUpper; 
    assign position[2] = ~vUpper ? pLower[2] : pUpper[2]; 
    assign position[1] = ~vUpper ? pLower[1] : pUpper[1]; 
    assign position[0] = ~vUpper ? pLower[0] : pUpper[0]; 
endmodule
module lzd2 (
    input  logic [1:0] a,
    output logic       position,
    output logic       valid
);
    assign valid = a[1] | a[0]; 
    assign position = ~a[1]; 
endmodule
module lzd4 (
    input  logic [3:0] a,
    output logic [1:0] position,
    output logic       valid
);
    wire pUpper, pLower, vUpper, vLower;
    lzd2 lzd2_1 (.a(a[3:2]), .position(pUpper), .valid(vUpper)); 
    lzd2 lzd2_2 (.a(a[1:0]), .position(pLower), .valid(vLower)); 
    assign valid = vUpper | vLower; 
    assign position[1] = ~vUpper; 
    assign position[0] = ~vUpper ? pLower : pUpper; 
endmodule
module lzd8 (
    input  logic [7:0] a,
    output logic [2:0] position,
    output logic       valid
);
    wire [1:0] pUpper, pLower;
    wire vUpper, vLower;
    lzd4 lzd4_1 (.a(a[7:4]), .position(pUpper), .valid(vUpper)); 
    lzd4 lzd4_2 (.a(a[3:0]), .position(pLower), .valid(vLower)); 
    assign valid = vUpper | vLower; 
    assign position[2] = ~vUpper; 
    assign position[1] = ~vUpper ? pLower[1] : pUpper[1]; 
    assign position[0] = ~vUpper ? pLower[0] : pUpper[0]; 
endmodule
==> run.sh <==
#!/bin/bash
# OpenROAD 26Q1-2900-gdf79404cd8, Yosys 0.63+post, stock flow scripts
make -C /OpenROAD-flow-scripts/flow DESIGN_CONFIG=/design/flow/config.mk WORK_HOME=/design/flow/orfs finish
==> config.mk <==
export PLATFORM = sky130hd
export DESIGN_NAME = lzd14
export DESIGN_NICKNAME = lzd14
export VERILOG_FILES = /design/flow/design.v
export SDC_FILE = /design/flow/constraint.sdc
export NUM_CORES = 4
export LEC_CHECK = 1
export CORE_AREA = 10 10 70 70
export DIE_AREA = 0 0 80 80
==> constraint.sdc <==
current_design lzd14

set clk_period 1.9
set clk_io_pct 0.2

create_clock -name clk0 -period $clk_period

set non_clock_inputs [all_inputs -no_clocks]
set_input_delay [expr $clk_period * $clk_io_pct] -clock clk0 $non_clock_inputs
set_output_delay [expr $clk_period * $clk_io_pct] -clock clk0 [all_outputs]
==> results_slide.txt <==
Flow Results at a Glance

Outcome
  • Status: finished clean

Drt
  • Via count: 263
  • Vias per std cell: 2.83
  • DR WL/cell: 9.10 um
  • Remaining DRCs: 0
  • Detailed Route WL: roughly 850 um
  • Initial drt markers: 2
  • Antenna viol nets, final: 0
  • Diodes inserted: 0
  • DRT Pass-1 Iters: 2

Place
  • GP Congestion: 0.787
  • Placed cell area: a little over 400 um^2
  • Worst slack at placement: -0.579 ns
  • Port Buf Inserts: 19
  • Dpl hpwl: 699 um

Logic synthesis
  • Xor+xnor area frac: 0
  • Distinct cells, synth: 16
  • Post-Synthesis Cells: 21
  • Synthesis Warnings: 0
  • Multiplexer share: 0
  • Dominant combinational family: simple AND/OR/NAND/NOR gates
  • YS chip area: about 140 um^2
  • Simple-Gate Area Share: 0.509
  • Sequential-to-total area share from yosys stat: 0
  • Ao+oa area frac: 0.464
  • # Cells Yosys: 21
  • Synth Area per Inst: between 6 and 7 um^2
  • Mapped Area: roughly 140 um^2
  • Adder Share, Synth: 0

Worst setup path
  • CP peak stage delay: roughly 0.26 ns
  • WP data arrival: around 1.5 ns
  • Slowest stage cell, crit path: dlygate4sd2_1
  • Worst-path fanout max: 3
  • Most used cell, CP: dlygate4sd2_1
  • Type of destination of the critical path: output pin
  • CP Buf/Inv Count: 3
  • Cell chain of the critical path: dlygate4sd2_1 -> or2_4 -> buf_4 -> nor3_2 -> nand3_1 -> dlygate4sd2_1
  • Worst path top cell family by delay: buffers and inverters
  • Crit path required time: 1.52 ns
  • Critical path class: in2out
  • Crit start category: input port

Finish
  • Core Util, Final: 0.130
  • Commonest Layout Cell: dlygate4sd2_1
  • Finished Cell Area: 444 um^2
  • Top cells excl fill/tap: dlygate4sd2_1 (10), buf_4 (7), buf_2 (5)
  • Filler cells: slightly below 400
  • Count of clock buffers in the final design: 0
  • Multi-input logic area: between 150 and 200 um^2
  • Num sequential: 0
  • Synth-to-Final Area Change: 217%
  • Flop area: 0 um^2
  • Fraction of layout cells with a size suffix above 1: 0.468

Final timing
  • Setup slack after layout: just under 0.05 ns
  • Final hold violation count: 0
  • Final setup TNS: 0 ns
  • Period utilization: 0.975
  • Post-layout min period: 1.85 ns
  • Slew Limit Headroom: 0.845
  • RSZ-0062 raised after global routing: true
  • Final setup fails: 0
  • Fmax: around 0.54 GHz
  • Worst slew pin tran: 0.230 ns
  • Max-slew violation count: 0

Power
  • PD cells: 139 mW/mm^2
  • Power, Total: 61.5 uW
  • Leakage: 0.197 nW
  • Worst vdd ir: approximately 0.000016 V

GRT
  • Initial antenna violation count: 0
  • Total grt overflow: 0
  • Global-route wire length before repair: between 1000 and 1500 um
  • Tot GR Track Use: 0.0245
  • Vias in the first global route: 282
  • Pin count of the biggest net entering global routing: 4

Flow run
  • Tool warnings: 33
  • Max Cap Viol: 0

Worst hold path
  • Hold Path Depth: 3
  • Hold Path Origin: a[13]
  • Worst min path class: in2out
  • Hold path endpoint: position[0]

Floorplan
  • Die H: approximately 80 um
  • Die area: roughly 0.0064 mm^2
  • Core Util at FP: 0.0410
  • Die width: approximately 80 um
  • Row count: 21
  • # IOs: 19
  • Core Area: approximately 0.0034 mm^2
## kinds of logic (layout without fill, tap and decap cells)
family	Yosys count	in the layout
AOI/OAI and AO/OA	6	6
buffers and inverters	1	27
and+or+nand+nor	14	14
## worst max path at each step
stage | start | end | depth (start not counted)
CTS | a[6] | position[3] | 4
global route | a[4] | valid | 6
finish | a[4] | valid | 6
## layer usage
| metal | wire (um) | global-route usage |
|---|---|---|
| met5 | 0 | 0 |
| met1 | 329 | 0.0277 |
| met3 | 123 | 0.00909 |
| met4 | 0 | 0 |
| met2 | 393 | 0.0449 |
## per-stage QoR
step	hold slack (ns)	std cells
final	1.03	93
after global routing	1.04	93
after CTS	1.17	93
after detailed placement	1.77	89
after global placement	1.77	89
after floorplan	0.772	21
## cell usage after synthesis
cell / number / area (um^2)
a2111oi_4: 1 / 27.5
a211o_1: 1 / 8.76
a21boi_0: 1 / 7.51
a21oi_1: 1 / 5.00
and3_1: 1 / 6.26
inv_1: 1 / 3.75
nand2_1: 1 / 3.75
nand3_1: 1 / 5.00
nor2_1: 5 / 18.8
nor2b_1: 2 / 12.5
nor3_1: 1 / 5.00
nor3b_1: 1 / 7.51
nor4_1: 1 / 6.26
o21a_1: 1 / 7.51
o41ai_1: 1 / 8.76
or2_2: 1 / 6.26
## report_power, final
part	internal, mW	switching [mW]
registers	0	0
clock network	0	0
logic	0.0352	0.0263
## timing repair
action / 4_1_cts / 5_1_grt
buffers inserted: 4 / 0
hold buffers: 0 / 0
setup endpoints to repair: 5 / 3
pin swaps: 7 / 3
resized: 41 / 5
## worst min-delay path: stages
cell	delay, ns
clkbuf_2	0.12
a2111oi_4	0.04
buf_2	0.11
## cell type report
type	count	area share
Timing Repair Buffer	26	0.456
Tap cell	46	0.130
Inverter	1	0.00845
Multi-Input combinational cell	20	0.406
Power and IR drop assume default switching activity.

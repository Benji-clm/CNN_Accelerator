===== flow/constraint.sdc =====
current_design tile_reader

set clk_period 17.0
set clk_io_pct 0.2

create_clock -name clk0 -period $clk_period [get_ports {clk}]

set non_clock_inputs [all_inputs -no_clocks]
set_input_delay [expr $clk_period * $clk_io_pct] -clock clk0 $non_clock_inputs
set_output_delay [expr $clk_period * $clk_io_pct] -clock clk0 [all_outputs]

===== flow/run.sh =====
#!/bin/bash
# OpenROAD 26Q1-2900-gdf79404cd8, Yosys 0.63+post, stock flow scripts
make -C /OpenROAD-flow-scripts/flow DESIGN_CONFIG=/design/flow/config.mk WORK_HOME=/design/flow/orfs finish

===== flow/design.v =====
module tile_reader #(
    parameter   BASE_ADDR   = 12'h000,
    parameter   TILE_W      = 24,
    parameter   TILE_H      = 24,
    parameter   WORD_BITS   = 256,
    parameter   PIX_BITS    = 8
)(
    input  logic               clk,
    input  logic               rst_n,
    input  logic               advance_pixel,   
    output logic [7:0]         pixel,
    output logic               pixel_valid,
    output logic [11:0]        bram_addr,
    input  logic [WORD_BITS-1:0] bram_rdata
);
    logic [$clog2(TILE_W)-1:0] tile_x;  
    logic [$clog2(TILE_H)-1:0] tile_y;  
    logic [WORD_BITS-1:0] row_buf;
    logic                 row_buf_valid;
    assign bram_addr = BASE_ADDR + tile_y;
    typedef enum logic [1:0] {FETCH, WAIT1, WAIT2, STREAM} state_t;
    state_t state, next;
    always_comb begin
        next = state;
        case (state)
            FETCH : next = WAIT1;
            WAIT1 : next = WAIT2;
            WAIT2 : next = STREAM;
            STREAM: begin
                if (pixel_valid && advance_pixel && tile_x == TILE_W-1)
                    next = FETCH;
            end
        endcase
    end
    always_ff @(posedge clk) begin
        if (!rst_n) begin
            state         <= FETCH;
            tile_x        <= 0;
            tile_y        <= 0;
            row_buf_valid <= 1'b0;
        end else begin
            state <= next;
            case (state)
                FETCH: ;
                WAIT1: ;
                WAIT2: begin
                    row_buf       <= bram_rdata;
                    row_buf_valid <= 1'b1;
                    tile_x        <= 0;  
                end
                STREAM: if (pixel_valid && advance_pixel) begin
                    if (tile_x == TILE_W-1) begin
                        tile_x   <= 0;
                        tile_y   <= (tile_y == TILE_H-1) ? 0 : tile_y + 1;
                        row_buf_valid <= 1'b0;  
                    end else begin
                        tile_x   <= tile_x + 1;
                    end
                end
            endcase
        end
    end
    logic [$clog2(WORD_BITS)-1:0] bit_idx;
    assign bit_idx = tile_x * PIX_BITS;
    assign pixel = row_buf[bit_idx +: PIX_BITS];
    assign pixel_valid  = (state == STREAM) && row_buf_valid;
endmodule

===== flow/config.mk =====
export PLATFORM = sky130hd
export DESIGN_NAME = tile_reader
export DESIGN_NICKNAME = tile_reader
export VERILOG_FILES = /design/flow/design.v
export SDC_FILE = /design/flow/constraint.sdc
export NUM_CORES = 4
export LEC_CHECK = 1
export CORE_UTILIZATION = 40

==> notes.md <==
Results of an implementation run.

The number of violations reported at the end of detailed-routing iteration 0 is 316. The completed layout was analyzed and its total power is 1450 uW. Between the synthesized netlist and the finished layout, the area growth was recorded as 38.4%.

For this run, the leading register cell type out of synthesis is edfxtp_1. The chip area is 0.0268 mm2. Averaged over all synthesized cells, the footprint is 21.4 um2. The critical path is of the flop to primary output type.

The cell count in the Yosys report is 490. For reference, the clock transition at the flip-flops on the worst setup and hold paths is 0.06 ns. Across all layers, the routed design uses 5718 vias. Summing the sequential cell areas from Yosys gives 76.3% of the chip area. The number of remaining DRC errors is 0.

The number of global-route vias before repair is 6461. The pre-placement core utilization is 41.2%. Looking at the max-slew report, the worst-margin pin has a slew of 0.817 ns. Counting only logic cells after layout, the most numerous master is clkdlybuf4s50_1. The synthesized netlist has a Yosys-reported chip area of 0.0105 mm2.

The synthesized instance count is 490. The horizontal extent of the die is 164 um. The script logs the ratio of routed vias to standard cells as 5.08.

The number of maximum-capacitance violations recorded for the run is 0. In this run the deepest clock path goes through 3 buffers. Endpoints failing hold in the final report were tallied at 0. The library cell used as clock root buffer is clkbuf_16. The number of iterations in the first detailed-routing pass is 5. According to the timing report, the arrival time at the worst endpoint equals 3.68 ns. The run finished with clean final reports.

The number of clock buffers added by TritonCTS is 28. The final wirelength is 23600 um. The ratio of total power to cell area is 100 mW/mm2.

Leaving out fill and tap cells, the most frequent cells in the layout are clkdlybuf4s50_1 (272), edfxtp_1 (256), mux4_2 (70). STA classifies the critical path endpoint as a primary output. The distinct cell type count after synthesis is 39.

In the finished design, the share of the clock period the worst path needs comes to 41.6%. In this run the VDD rail shows a maximum IR drop of 0.0627 mV. The post-synthesis async set-or-reset flop share is 0%.

The post-CTS setup buffer count is 0. The clock latency on the worst-skew pair is 0.53 ns. Yosys mapped a number of flops with a built-in enable equal to 256.

The OpenROAD warning count is 27. The number of antenna violations at the first check in global routing was 0. The buffer_ports step reported a buffer count of 272. The total overflow left after global routing is 0. For this design the top-level I/O count stands at 280. The number of clock sinks seen by CTS is 271.

For reference, the placement row count at floorplan is 58. The pre-CTS worst setup slack is 10.39 ns. At the worst endpoint, the required time is 13.60 ns. In the global route stage, overall resource usage came out at 19.6%. The weighted congestion at the end of routability-driven global placement is 0.893. Setup violations remaining at the end of the flow were counted as 0. The post-detailed-route count of antenna-violating nets is 0.

The nature of the critical path startpoint is a flop. The wire length of the first global-routing pass is 35200 um. Setup repair after global routing left no endpoint under its margin.

The synthesis warning total is 1. The floorplan step set the die height to 164 um. The number of antenna diodes in the final layout is 0.

The core region area is 0.0254 mm2. The detailed-route wire length per cell is 21.0 um. The HPWL after detailed placement is 16800 um. Across all checked pins, the minimum headroom to the slew limit is 45.5%. The final critical delay including setup and external delays is 7.08 ns. The count of H-tree levels built during CTS is 1.

The cts-stage hold buffer count is 0. Per the final report, max-transition violations number 0. Based on the critical path, the design can be clocked at up to 0.141 GHz. STA reports the tightest min-delay check as being of type flop to flop. After clock tree synthesis, the repair step resized 0 gates. The post-synthesis sequential element count is 271.

In the final run the clock tree shows a worst skew of 0.00479 ns. The TritonCTS clock tree is built. The post-route netlist has 17.0% of its cells at a drive strength greater than 1. For the final routed database, the setup TNS stands at 0 ns. STA lists the maximum fanout along the critical path as 40.

The setup slack of the critical path after layout is 9.92 ns. The mapped netlist covers 0.0105 mm2. Entering global routing, the biggest net connects 151 pins. The leakage power is 0.00466 uW.
critical path: stages, from the launching register on:
cell and delay [ns]:
dfxtp_4 0.63, buf_4 0.71, mux4_2 0.60, mux4_2 0.48
nand2_1 0.17, nand2_1 0.08, clkdlybuf4s50_1 0.42
layer usage:
layer / vias up / GRT usage (%) / wire length (um)
met4: 0 / 2.90 / 378
met5: - / 0 / 0
li1: 2588 / - / -
met1: 2769 / 28.6 / 8850
met3: 32 / 9.76 / 3030
met2: 329 / 29.7 / 11300
state kept, by name, indices dropped and copies added (netlist names):
name and count:
row_buf 256, tile_y 5, state 4, tile_x 5, row_buf_valid 1
cell usage after synthesis (2+ instances only):
| cell | number | area share [%] |
|---|---|---|
| edfxtp_1 | 256 | 73 |
| mux4_2 | 70 | 15 |
| nand2_1 | 35 | 1.3 |
| dfxtp_1 | 15 | 2.9 |
| buf_4 | 13 | 0.93 |
| clkbuf_1 | 12 | 0.43 |
| and2_1 | 9 | 0.54 |
| mux2_2 | 7 | 0.75 |
| o21ai_0 | 7 | 0.33 |
| buf_2 | 6 | 0.29 |
| mux2i_1 | 6 | 0.57 |
| nand3_1 | 6 | 0.29 |
| nor2b_1 | 6 | 0.36 |
| a21boi_0 | 4 | 0.29 |
| a21oi_1 | 4 | 0.19 |
| nand2b_1 | 3 | 0.18 |
| o22ai_1 | 3 | 0.18 |
| a2111oi_0 | 2 | 0.17 |
| a221oi_1 | 2 | 0.17 |
| ha_1 | 2 | 0.24 |
| nand4_1 | 2 | 0.12 |
| nor2_1 | 2 | 0.072 |
| o211ai_1 | 2 | 0.14 |
report_power, final:
group	total [uW]	switching (uW)	internal, uW
Sequential	747	3.33	744
Combinational	77.4	20.0	57.3
Clock	629	243	385
Total	1450	267	1190
worst paths after layout:
| check | depth (start not counted) | slack, ns | startpoint | endpoint |
|---|---|---|---|---|
| setup / recovery | 6 | 9.92 | tile_x[1]$_SDFFE_PN0P_ | pixel[7] |
| hold / removal | 1 | 0.43 | state[0]$_DFF_P_ | state[2]$_DFF_P_ |
| hold reg to reg | 1 | 0.43 | state[0]$_DFF_P_ | state[2]$_DFF_P_ |
| setup reg to reg | 7 | 13.96 | tile_x[1]$_SDFFE_PN0P_ | tile_y[3]$_SDFFE_PN0P_ |
per-stage QoR:
step	instances	util [%]	hold slack [ns]	instance area, um2
floorplan	496	-	0.406	10500
finish	1125	57.0	0.433	14500
global placement	1073	53.3	0.425	13500
global route	1125	57.0	0.435	14500
CTS	1125	57.0	0.437	14500
detailed placement	1073	53.3	0.421	13500
kinds of logic (layout without fill, tap and decap cells):
| family | count (synthesis) | after routing | synth area share [%] |
|---|---|---|---|
| AND-OR/OR-AND | 31 | 31 | 2.07 |
| AND/OR/NAND/NOR | 68 | 68 | 3.14 |
| adder cells (fa/ha/maj) | 2 | 2 | 0.239 |
| multiplexers | 83 | 83 | 16.4 |
| flip-flops | 271 | 271 | 76.3 |
| XOR/XNOR | 1 | 1 | 0.0837 |
| buffers and inverters | 33 | 332 | 1.72 |
| other | 1 | 7 | 0.0358 |
cell type report:
cell class                      instances  area (um2)
Inverter                                1        3.75
Timing Repair Buffer                  279        2790
Multi-Input combinational cell        192        2320
Clock inverter                         20         223
Tap cell                              330         413
Sequential cell                       271        8000
Fill cell                            1882       10900
Clock buffer                           32         737
Power is estimated from default activity; no workload was simulated.
